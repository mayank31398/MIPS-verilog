**./design.v**
```verilog
`timescale 1ns / 1ps
module RegisterFile(
    input [4:0] rs,
    input [4:0] rt,
    input [4:0] rd,
    input [31:0] write_rd,
    output [31:0] read_rs,
    output [31:0] read_rt,
    input reg_write,
    input clk
    );
    reg [31:0] registers [0:31];
    assign read_rs = registers[rs];
    assign read_rt = registers[rt];
    always @ (posedge clk)
        if(reg_write)
            registers[rd] = write_rd;
endmodule
```
**./run.sh**
```bash
#!/bin/bash
# OpenROAD 26Q1-2900-gdf79404cd8, Yosys 0.63+post, stock flow scripts
make -C /OpenROAD-flow-scripts/flow DESIGN_CONFIG=/design/flow/config.mk WORK_HOME=/design/flow/orfs finish
```
**./config.mk**
```make
export PLATFORM = sky130hd
export DESIGN_NAME = RegisterFile
export DESIGN_NICKNAME = RegisterFile
export VERILOG_FILES = /design/flow/design.v
export SDC_FILE = /design/flow/constraint.sdc
export NUM_CORES = 4
export LEC_CHECK = 1
export CORE_UTILIZATION = 30
```
**./constraint.sdc**
```tcl
current_design RegisterFile

set clk_period 8.5
set clk_io_pct 0.2

create_clock -name clk0 -period $clk_period [get_ports {clk}]

set non_clock_inputs [all_inputs -no_clocks]
set_input_delay [expr $clk_period * $clk_io_pct] -clock clk0 $non_clock_inputs
set_output_delay [expr $clk_period * $clk_io_pct] -clock clk0 [all_outputs]
```
==> results.md <==
| Quantity | This run | Unit |
| --- | --- | --- |
| Total of cells resized after clock tree synthesis | 0 | - |
| Cell count after synthesis | 3,386 | - |
| Crit. End Element | primary output | - |
| Average cell area after synthesis | 14.4 | um^2 |
| Cell Count, Final, Fillers Out | 5,734 | - |
| Total cell area reported by yosys after synthesis | 48,800 | um^2 |
| Total negative slack for setup checks | 0 | ns |
| Period utilization | 79.6 | % |
| Clock Power Share | 40.5 | % |
| Leakage component of the power | 20.2 | nW |
| Number of top-level pins | 113 | - |
| Maximum number of pins on one net before global-route repair | 89 | - |
| Number of fill cells | 15,200 | - |
| Layout-stage area growth over the synthesis result | 14.7 | % |
| Startpoint type of the worst setup path | primary input | - |
| Total standard cell area after synthesis | 48,800 | um^2 |
| Remaining routing DRC violations | 0 | - |
| Wire length after detailed routing | 155 | mm |
| Vias in the first global route | 31,900 | - |
| Combinational Power Share | 9.3 | % |
| Instance area after placement | 52,600 | um^2 |
| Sw frac | 23.6 | % |
| Net switching power of the design | 2.65 | mW |
| WL/cell | 27.1 | um |
| Unique cell type count in the Yosys netlist | 23 | - |
| Placeable core region | 161,000 | um^2 |
| Count of input and output buffers | 112 | - |
| Headroom to the max-slew limit | 41.2 | % |
| Critical setup path kind | primary input to primary output | - |
| Post-synth regs | 1,024 | - |
| Gr ovfl total | 0 | - |
| Final min period | 6.76 | ns |
| Final tally of hold violations | 0 | - |
| IR drop worst, VDD | 190 | uV |
| Die extent in y | 405 | um |
| Crit path DRT | 6.80 | ns |
| Type of the most critical hold path | primary input to flip-flop | - |
| Violation count after the first detailed-routing iteration | 2,112 | - |
| Design area | 55,900 | um^2 |
| Final Max Slew Viols | 0 | - |
| Max FO, Critical Path | 43 | - |
| Max Clock Freq | 0.148 | GHz |
| RSZ-0062 raised after global routing | false | - |
| Detail-routed via count per cell | 5.41 | - |
| Global-route total usage across every layer | 19.7 | % |
| Number of setup violations in the final report | 0 | - |
| Comb. cell area | 16,800 | um^2 |
| Hold buffer count at cts | 0 | - |
| Share of post-route cells with drive strength above 1 | 9.40 | % |
| Clock buffers created by TritonCTS | 104 | - |
| Number of nets with antenna violations after routing | 0 | - |
| Routability cong. | 0.862 | - |
| Storage element area | 30,700 | um^2 |
| Number of antenna violations at the first check in global routing | 7 | - |
| Power per unit of standard cell area | 201 | nW/um^2 |
| Most numerous logic cells after layout | 1,024 x sky130_fd_sc_hd__mux2i_1, 1,024 x sky130_fd_sc_hd__edfxtp_1, 194 x sky130_fd_sc_hd__nand3_1 | - |
| Data arrival time of the critical path | 5.06 | ns |
| Worst Tran Pin Value | 0.880 | ns |
| Die ar. | 164,000 | um^2 |
| Routed vias | 31,000 | - |
| Router iterations before antenna repair | 5 | - |
| Hold WS | 1.81 | ns |
| CTS tree | built | - |
| Clock slew seen by the registers of the worst setup and hold paths | 0.06 | ns |
| Count of yosys warnings during synthesis | 1 | - |
| HPWL Detailed | 85.8 | mm |
| Portion of the post-synthesis area used by sequential elements | 63.0 | % |
| Deepest clock path buffer count | 3 | - |
| Die boundary width | 405 | um |
| Yosys cell count | 3,386 | - |
| CTS sink count | 1,024 | - |
| Num rows | 147 | - |
| Global-route wire length before repair | 221 | mm |
| Flop pwr share | 50.2 | % |
| Flip-flop count of the largest register, all copies and words added | 1,024 | - |
| Max-cap viol count | 0 | - |
| Number of warnings in the stage logs | 26 | - |
| Placed cell count | 5,541 | - |
| Root buffer cell | sky130_fd_sc_hd__clkbuf_16 | - |
| H-tree depth reported by CTS | 3 | - |
| Number of buffers added for setup after CTS | 0 | - |
| Ant. Diodes | 0 | - |
| Floorplan core density | 30.3 | % |
| Status | finished, final reports clean | - |
| Internal | 8.59 | mW |
-- cell type report --
type | count | share of cell area, %
multi-input cells | 2109 | 30.0
clock buffers | 126 | 4.84
repair buffers | 248 | 4.23
well taps | 2160 | 4.83
flip-flops and latches | 1024 | 55.0
clock inverters | 67 | 1.15
-- final timing paths --
kind                      from                 to  slack (ns)  depth (start not counted)
setup / recovery         rs[2]         read_rs[2]        1.74                          8
hold / removal    write_rd[17]  registers[25][17]        1.81                          2
-- worst max-delay path, stage by stage --
cell and delay (ns):
sky130_fd_sc_hd__clkdlybuf4s50_1 0.71, sky130_fd_sc_hd__and2_4 0.76, sky130_fd_sc_hd__buf_4 0.53, sky130_fd_sc_hd__a22o_1 0.22
sky130_fd_sc_hd__nor3_1 0.05, sky130_fd_sc_hd__a31oi_1 0.25, sky130_fd_sc_hd__nand3_1 0.26, sky130_fd_sc_hd__clkdlybuf4s50_1 0.50
-- power by group through the flow --
stage         Sequential (mW)  Clock, mW  Combinational [mW]
CTS                      5.64       4.60                1.04
finish                   5.64       4.55                1.05
global route             5.65       4.78                1.11
-- per-stage QoR --
stage / util, % / power, mW / setup slack (ns)
6_report: 34.8 / 11.2 / 1.74
3_3_place_gp: 32.7 / 6.79 / 1.75
3_5_place_dp: 32.7 / 6.79 / 1.77
2_1_floorplan: - / 6.33 / 4.04
5_1_grt: 34.8 / 11.5 / 1.65
4_1_cts: 34.8 / 11.3 / 1.76
-- layer usage --
metal | GRT usage (%) | share of wire, % | vias up
li1 | - | - | 13600
met1 | 23.8 | 36 | 15500
met4 | 5.25 | 3.2 | 16
met3 | 11.4 | 14 | 278
met5 | 0.208 | 0.090 | -
met2 | 30.4 | 47 | 1705
-- cell usage after synthesis (all sizes together) --
library cell	n	area [um^2]
buf	163	1210
a31oi	64	400
nand3	194	971
a21oi	192	961
mux2i	1024	10200
nor2b	4	25.0
nand3b	5	37.5
or2	2	12.5
nand2	195	732
a22oi	192	1440
or3	1	6.26
nand2b	4	25.0
nor3	64	320
a22o	128	1120
edfxtp	1024	30700
and2	2	12.5
or3b	3	26.3
clkbuf	90	353
nor2	35	131
-- kinds of logic after synthesis --
group	count (synthesis)	synth area share [%]
simple gates	509	4.71
buf+inv	253	3.21
flops	1024	63.0
compound gates	576	8.04
mux	1024	21.0
Power and IR drop assume default switching activity.
