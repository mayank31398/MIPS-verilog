## flow/design.v

```verilog
`timescale 1ns / 1ps
module InstructionMemory(
    input [31:0] address,
    output reg [31:0] data,
    input clk
    );
    reg [31:0] memory [0:63];
    always @ (posedge clk)
        data = memory[address >> 2];
endmodule
module DataMemory(
    input [31:0] address,
    input mem_write,
    input [31:0] data_in,
    output reg [31:0] data_out,
    input clk
    );
    reg [7:0] memory [0:63];
    always @ (posedge clk)
        begin
            data_out = {memory[address], memory[address + 1], memory[address + 2], memory[address] + 3};
            if(mem_write)
                begin
                    memory[address] = data_in[31:24];
                    memory[address + 1] = data_in[23:16];
                    memory[address + 2] = data_in[15:8];
                    memory[address + 3] = data_in[7:0];
                end
        end
endmodule
```

## flow/run.sh

```bash
#!/bin/bash
# OpenROAD 26Q1-2900-gdf79404cd8, Yosys 0.63+post, stock flow scripts
make -C /OpenROAD-flow-scripts/flow DESIGN_CONFIG=/design/flow/config.mk WORK_HOME=/design/flow/orfs finish
```

## flow/config.mk

```make
export PLATFORM = sky130hd
export DESIGN_NAME = DataMemory
export DESIGN_NICKNAME = DataMemory
export VERILOG_FILES = /design/flow/design.v
export SDC_FILE = /design/flow/constraint.sdc
export NUM_CORES = 4
export LEC_CHECK = 1
export CORE_UTILIZATION = 50
```

## flow/constraint.sdc

```tcl
current_design DataMemory

set clk_period 9.8
set clk_io_pct 0.2

create_clock -name clk0 -period $clk_period [get_ports {clk}]

set non_clock_inputs [all_inputs -no_clocks]
set_input_delay [expr $clk_period * $clk_io_pct] -clock clk0 $non_clock_inputs
set_output_delay [expr $clk_period * $clk_io_pct] -clock clk0 [all_outputs]
```

==> metrics.csv <==
metric,value,unit
status,"complete, no violations",
postSynthSeqShare,39.30,%
area_delta_synth_final,7.409,%
ios,98,
syn_area,39580,sq um
hold_class,flip-flop to flip-flop,
final_max_slew_viol_count,0,
rows,102,
syn_avg_cell_area,9.876,sq um
top_layer,met5,
grt_pass1_vias,32364,
track_usage,47.30,%
maxSlewHeadroom,22.56,%
cts_made_buffers,66,
critPathKind,input port to flip-flop,
fin_crit,6235,ps
clk_pin_slew,60,ps
fp_util,50.84,%
ys_ff,521,
tns,0,ps
p_leak,16.48,nW
cts_tree,yes,
warning_count,52,
clockBufferDepth,3,
timing.final.crit_share,63.62,%
die_h,283.4,um
hold_viol,0,
place.gp.congestion,1.091,
drc,0,
postRouteWirelength,181400,um
port_buffers,48,
synth_stat.cells,4008,
yosysUniqueCellTypes,85,
antenna_left,0,
wl_per_cell,36.68,um
grt_max_degree,60,
tightest_slew,1157,ps
antenna_found_initial,11,
wl_met1,65730,um
cts.sinks,521,
yosys_warnings,1,
maxClockFrequency,160.4,MHz
drive_gt1_share,20.25,%
wl_met3,28120,um
drt_iter0_markers,3871,
finalSetupViolCount,0,
edf_count,512,
htreeDepth,3,
dp_hpwl,109900,um
ctsResizeCount,0,
cap_violations,0,
syn-instance-count,4008,
met2WireLength,75270,um
grt_overflow,0,
required,10270,ps
vias,34572,
fin_skew,22.79,ps
postCtsHoldBufs,0,
grt_pass1_wl,252600,um
cts_root_buffer,clkbuf_16,
dieArea,80290,sq um
post_cts_buffers,0,
dieWidth,283.4,um
cellPowerDensity,140.2,nW/um^2
dp_cells,4826,
yosys_area,39580,sq um
viasPerCell,6.990,
clk_latency,640,ps
cp_max_fo,37,
cp-end-kind,flip-flop,
firstDrtPassIters,8,
critPathArrivalTime,6700,ps
peakVddDrop,0.1091,mV
async_reset_ff_share,0,%
ff_type,edfxtp_1,
core,77850,sq um
fin_cells,4946,
rsz0062_at_grt,false,
start_kind,input port,
fill_cells,6803,
[power by group]
group          leakage [nW]  switching (mW)  internal [mW]  total (mW)
clock network         0.963            1.01           1.33        2.35
logic                  10.8           0.717          0.331        1.05
registers              4.70          0.0266           2.54        2.57
[metrics by stage]
step	utilization (%)	hold WS, ps	area, sq um	setup slack (ps)	power, mW
finish	54.61	893.7	42510	3565	5.962
global placement	52.06	882.7	40530	3389	3.606
global route	54.60	932.3	42500	3514	6.082
floorplan	-	719.1	39660	4469	3.206
detailed placement	52.06	884.9	40530	3366	3.608
CTS	54.60	891.4	42500	3981	5.931
[logic make-up after synthesis]
group	count (synthesis)	synth area share (%)
buffers and inverters	450	5.118
and+or+nand+nor	1048	12.00
other	1	0.009474
xor gates and xnor gates	11	0.3003
AOI/OAI and AO/OA	952	15.34
adders and majority gates	3	0.09484
muxes	1022	27.84
DFF	521	39.30
[cell type report]
cell class,count,area (sq um),area share (%)
multi-input combinational,3059,22120,52.03
sequential,521,15550,36.59
clock buffer,87,1793,4.217
timing repair buffer,198,1520,3.576
tap,1040,1301,3.061
clock inverter,28,183.9,0.4326
inverter,8,30.03,0.07063
antenna,5,12.51,0.02943
[sequential cells by signal, indices dropped and copies added, names as in the netlist]
| signal | cells |
|---|---|
| data_out | 9 |
| memory | 512 |
[metal layers]
metal / vias to the layer above / track usage, %
met5: - / 2.798
met1: 16607 / 64.16
li1: 14580 / -
met3: 654 / 25.51
met4: 20 / 23.45
met2: 2711 / 63.23
[synth_stat cells, types with 7 or more instances]
cell type / count / area share (%)
a22oi_1: 47 / 0.89
a32oi_1: 9 / 0.20
a21oi_1: 171 / 2.2
nand2_4: 9 / 0.26
nor2_4: 24 / 0.68
a31oi_1: 10 / 0.16
nand3b_1: 9 / 0.17
o21ai_0: 301 / 3.8
nor3_1: 13 / 0.16
a211oi_1: 128 / 2.4
a21o_1: 123 / 2.3
dfxtp_1: 9 / 0.46
nand4_1: 18 / 0.28
mux2i_1: 595 / 15
or3_1: 11 / 0.17
mux4_2: 22 / 1.3
nor2_2: 9 / 0.14
a221oi_1: 55 / 1.2
nand2_1: 433 / 4.1
o22ai_1: 43 / 0.68
and2_1: 11 / 0.17
nand3_1: 47 / 0.59
buf_4: 33 / 0.63
nand2_2: 15 / 0.24
clkbuf_1: 302 / 2.9
o2111ai_1: 7 / 0.15
edfxtp_1: 512 / 39
mux2_2: 400 / 11
nand2b_1: 14 / 0.22
nor2b_1: 19 / 0.30
buf_6: 18 / 0.51
or2_2: 10 / 0.16
buf_2: 62 / 0.78
nor2_1: 375 / 3.6
buf_1: 27 / 0.26
[worst paths after layout]
check                start          end  slack, ps  cells past startpoint
max             address[1]  data_out[8]       3570                     13
min          memory[31][2]  data_out[2]        890                      5
max reg2reg  memory[12][1]  data_out[8]       6580                      9
min reg2reg  memory[31][2]  data_out[2]        890                      5
[worst max-delay path, stage by stage]
cell,delay [ps]
buf_4,90
buf_4,550
buf_4,570
nand2b_1,670
buf_4,470
o22ai_1,240
a22oi_1,380
o211ai_1,220
nor4b_2,810
ha_1,340
nor2_1,70
nand3_1,130
nor3b_1,60
[placed cells by master (no fill, tap or decap), types with 10 or more instances in the layout]
| master | instances |
|---|---|
| a211oi_1 | 128 |
| a21o_1 | 123 |
| a21oi_1 | 171 |
| a221oi_1 | 55 |
| a22oi_1 | 47 |
| a31oi_1 | 10 |
| and2_1 | 10 |
| buf_4 | 184 |
| clkbuf_1 | 17 |
| clkbuf_16 | 68 |
| clkdlybuf4s50_1 | 12 |
| clkinv_1 | 18 |
| conb_1 | 23 |
| edfxtp_1 | 512 |
| mux2_2 | 400 |
| mux2i_1 | 595 |
| mux4_2 | 22 |
| nand2_1 | 433 |
| nand2_2 | 15 |
| nand2b_1 | 14 |
| nand3_1 | 47 |
| nand4_1 | 18 |
| nor2_1 | 367 |
| nor2_2 | 17 |
| nor2_4 | 24 |
| nor2b_1 | 16 |
| nor3_1 | 13 |
| o21ai_0 | 301 |
| o22ai_1 | 43 |
| or2_2 | 10 |
| or3_1 | 11 |
Power figures rest on the tool's default switching activity, not on a simulated workload.
