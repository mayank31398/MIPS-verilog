===== design.v =====
`timescale 1ns / 1ps
parameter [5:0] ADD_opcode = 6'b000000;
parameter [3:0] ADD_alu_ctrl = 0;
parameter [5:0] ADD_funct = 6'b100000;
parameter [4:0] ADD_alu_op = 0;
parameter [5:0] ADDU_funct = 6'b100001;
parameter [4:0] ADDU_alu_op = 1;
parameter [5:0] AND_funct = 6'b100100;
parameter [4:0] AND_alu_op = 2;
parameter [5:0] NOR_funct = 6'b100111;
parameter [4:0] NOR_alu_op = 3;
parameter [5:0] OR_funct = 6'b100101;
parameter [4:0] OR_alu_op = 4;
parameter [5:0] SLL_funct = 6'b000000;
parameter [4:0] SLL_alu_op = 5;
parameter [5:0] SLLV_funct = 6'b000100;
parameter [4:0] SLLV_alu_op = 6;
parameter [5:0] SLT_funct = 6'b101010;
parameter [4:0] SLT_alu_op = 7;
parameter [5:0] SLTU_funct = 6'b101011;
parameter [4:0] SLTU_alu_op = 8;
parameter [5:0] SRA_funct = 6'b000011;
parameter [4:0] SRA_alu_op = 9;
parameter [5:0] SRAV_funct = 6'b000111;
parameter [4:0] SRAV_alu_op = 10;
parameter [5:0] SUB_funct = 6'b100010;
parameter [4:0] SUB_alu_op = 11;
parameter [5:0] SUBU_funct = 6'b100011;
parameter [4:0] SUBU_alu_op = 12;
parameter [5:0] XOR_funct = 6'b100110;
parameter [4:0] XOR_alu_op = 13;
parameter [5:0] JALR_opcode = 6'b000000;
parameter [5:0] JALR_funct = 6'b001001;
parameter [5:0] JR_opcode = 6'b000000;
parameter [5:0] JR_funct = 6'b001000;
parameter [5:0] BGEZ_opcode = 6'b000001;
parameter [3:0] BGEZ_alu_ctrl = 1;
parameter [4:0] BGEZ_branch = 5'b00001;
parameter [4:0] BGEZ_alu_op = 14;
parameter [4:0] BGEZAL_branch = 5'b10001;
parameter [4:0] BGEZAL_alu_op = 15;
parameter [4:0] BLTZ_branch = 5'b00000;
parameter [4:0] BLTZ_alu_op = 16;
parameter [4:0] BLTZAL_branch = 5'b10000;
parameter [4:0] BLTZAL_alu_op = 17;
parameter [5:0] ADDI_opcode = 6'b001000;
parameter [3:0] ADDI_alu_ctrl = 2;
parameter [5:0] ADDIU_opcode = 6'b001001;
parameter [3:0] ADDIU_alu_ctrl = 3;
parameter [5:0] ANDI_opcode = 6'b001100;
parameter [3:0] ANDI_alu_ctrl = 4;
parameter [4:0] ANDI_alu_op = 18;
parameter [5:0] ORI_opcode = 6'b001101;
parameter [3:0] ORI_alu_ctrl = 5;
parameter [4:0] ORI_alu_op = 19;
parameter [5:0] SLTI_opcode = 6'b001010;
parameter [3:0] SLTI_alu_ctrl = 6;
parameter [5:0] SLTIU_opcode = 6'b001011;
parameter [3:0] SLTIU_alu_ctrl = 7;
parameter [5:0] XORI_opcode = 6'b001110;
parameter [3:0] XORI_alu_ctrl = 8;
parameter [4:0] XORI_alu_op = 20;
parameter [5:0] BEQ_opcode = 6'b000100;
parameter [3:0] BEQ_alu_ctrl = 9;
parameter [4:0] BEQ_alu_op = 21;
parameter [5:0] BNE_opcode = 6'b000101;
parameter [3:0] BNE_alu_ctrl = 10;
parameter [4:0] BNE_alu_op = 22;
parameter [5:0] J_opcode = 6'b000010;
parameter [5:0] JAL_opcode = 6'b000011;
parameter [5:0] LB_opcode = 6'b100000;
parameter [5:0] LBU_opcode = 6'b100100;
parameter [5:0] LH_opcode = 6'b100001;
parameter [5:0] LHU_opcode = 6'b100101;
parameter [5:0] LUI_opcode = 6'b001111;
parameter [5:0] LW_opcode = 6'b100011;
parameter [5:0] SB_opcode = 6'b101000;
parameter [5:0] SH_opcode = 6'b101001;
parameter [5:0] SW_opcode = 6'b101011;
module ALU(
    input [31:0] read_rs,
    input [31:0] read_rt,
    input [4:0] sa,
    input [4:0] alu_op,
    output reg [31:0] write_rd,
    output reg branch_condition
    );
    reg [31:0] tmp;
    wire signed [31:0] rs1;
    wire signed [31:0] rt1;
    assign rs1 = read_rs;
    assign rt1 = read_rt;
    always @ *
        begin
            branch_condition = 0;
            write_rd = 32'bx;
            case (alu_op)
                ADD_alu_op : write_rd = read_rs + read_rt;
                ADDU_alu_op : write_rd = read_rs + read_rt;
                AND_alu_op : write_rd = read_rs & read_rt;
                NOR_alu_op : write_rd = ~(read_rs | read_rt);
                OR_alu_op : write_rd = read_rs | read_rt;
                SLL_alu_op : write_rd = read_rt << sa;
                SLLV_alu_op : write_rd = read_rt << read_rs[4:0];
                SLT_alu_op : begin
                    if(rs1 < rt1)
                        write_rd = 1;
                    else
                        write_rd = 0;
                end
                SLTU_alu_op : begin
                    if(read_rs < read_rt)
                        write_rd = 1;
                    else
                        write_rd = 0;
                end
                SRA_alu_op : begin
                    write_rd = read_rt >> sa;
                    if(write_rd[31 - sa])
                        write_rd = ((32'hFFFFFFFF >> (32 - sa)) << (32 - sa)) + write_rd;
                end
                SRAV_alu_op : begin
                    write_rd = read_rt >> read_rs[4:0];
                    if(write_rd[31 - read_rs[4:0]])
                        write_rd = ((32'hFFFFFFFF >> (32 - read_rs[4:0])) << (32 - read_rs[4:0])) + write_rd;
                end
                SUB_alu_op : write_rd = read_rs - read_rt;
                SUBU_alu_op : write_rd = read_rs - read_rt;
                XOR_alu_op : write_rd = read_rs ^ read_rt;
                BGEZ_alu_op : begin
                    if(read_rs[31] == 0)
                        branch_condition = 1;
                end
                BGEZAL_alu_op : begin
                    if(read_rs[31] == 0)
                        branch_condition = 1;
                end
                BLTZ_alu_op : begin
                    if(read_rs[31] == 1)
                        branch_condition = 1;
                end
                BLTZAL_alu_op : begin
                    if(read_rs[31] == 1)
                        branch_condition = 1;
                end
                ANDI_alu_op : begin
                    tmp = read_rt & 32'h0000FFFF;
                    write_rd = read_rs & tmp;
                end
                ORI_alu_op : begin
                    tmp = read_rt & 32'h0000FFFF;
                    write_rd = read_rs | tmp;
                end
                XORI_alu_op : begin
                    tmp = read_rt & 32'h0000FFFF;
                    write_rd = read_rs ^ tmp;
                end
                BEQ_alu_op : begin
                    if(read_rs == read_rt)
                        branch_condition = 1;
                end
                BNE_alu_op : begin
                    if(read_rs != read_rt)
                        branch_condition = 1;
                end
                default : write_rd = 32'bx;
            endcase
        end
endmodule

===== run.sh =====
#!/bin/bash
# OpenROAD 26Q1-2900-gdf79404cd8, Yosys 0.63+post, stock flow scripts
make -C /OpenROAD-flow-scripts/flow DESIGN_CONFIG=/design/flow/config.mk WORK_HOME=/design/flow/orfs finish

===== config.mk =====
export PLATFORM = sky130hd
export DESIGN_NAME = ALU
export DESIGN_NICKNAME = ALU
export VERILOG_FILES = /design/flow/design.v
export SDC_FILE = /design/flow/constraint.sdc
export NUM_CORES = 4
export LEC_CHECK = 1
export CORE_UTILIZATION = 30

===== constraint.sdc =====
current_design ALU

set clk_period 25.7
set clk_io_pct 0.2

create_clock -name clk0 -period $clk_period

set non_clock_inputs [all_inputs -no_clocks]
set_input_delay [expr $clk_period * $clk_io_pct] -clock clk0 $non_clock_inputs
set_output_delay [expr $clk_period * $clk_io_pct] -clock clk0 [all_outputs]

==> results.txt <==
Hold WC Path Type -> primary input to output port
Average wire per standard cell -> 28.6 microns
Min Hold Slack -> 11.59 ns
Max Slew Vio Count -> 0
Fin util -> 0.342
Port bufs -> 107
Syn Inst Count -> 2,177
Overall routing resource usage -> 0.321
Total power -> 475 uW
LEAKAGE -> 0.00634 uW
DIE AREA -> 0.0489 sq mm
Storage cell area -> 0 sq um
Post-CTS Setup Repair Bufs -> 0
RePlAce Congestion -> 1.10
Yosys stat area -> 0.0144 sq mm
Initial antenna violation count -> 1
DRT Pass-1 Iters -> 8
Total Neg Setup Slack -> 0 ns
Post-synthesis sequential area ratio -> 0
Clkbuf count -> 0
Synthesis warning total -> 1
Final setup fails -> 0
Kind of critical path -> primary input to output port
GR Overflow Total -> 0
Post-layout min period -> 21.02 ns
Status -> complete, no violations
Slowest cell on crit path -> o311ai_4
DR DRC count -> 0
Number of cells in Yosys stat -> 2,177
Routed Antenna Nets -> 0
F_max -> 47.6 MHz
Crit path top cell by count -> a211oi_1
Worst Tran Pin Value -> 1.17 ns
Startpoint Class -> primary input
Crit path DAT -> 15.88 ns
Die width -> 221 microns
ANT cells -> 0
Seq_cells -> 0
Die height -> 221 microns
Unrepaired setup endpoints after global routing -> false
Syn-to-layout area delta -> 11.6%
First-pass GRT wire length -> 116 mm
Final wirelength -> 79.9 mm
Share of layout cells above drive strength 1 -> 0.0885
Hold buffers post-CTS -> 0
WHS Path Cells -> 5
WHS Endpoint -> write_rd[22]
Number of global-route vias before repair -> 16,800
MaxCap Viol Count -> 0
Mean Syn Cell Area -> 6.62 sq um
Starting Density -> 0.307
Power Dens Cells -> 29.5 mW/mm^2
Post-synthesis cell type count -> 115
Mapped Area -> 0.0144 sq mm
Vias per inst -> 6.57
Crit-path max cell delay -> 0.79 ns
Final HPWL DP -> 63.4 mm
Slew margin rel. -> 0.215
CP required -> 20.56 ns
DR iter-0 viols -> 2,418
Final setup margin -> 4.68 ns
Vias -> 18,400
Core area -> 0.0470 sq mm
Row count -> 79
Final hold violation count -> 0
Peak VDD IR -> 10.7 uV
Crit path from -> alu_op[3]
Count of tool warnings -> 96
Tcrit/Tclk final -> 0.818
Worst-path maximum fanout -> 42
# IOs -> 107
Pin count of the biggest net entering global routing -> 68
Worst slack at placement -> 4.97 ns
Crit end category -> output port
Min-delay src -> read_rs[22]
CTS-repair resized insts -> 0
-- worst max path at each step --
stage | to | slack, ns | cells past startpoint
finish | write_rd[27] | 4.68 | 34
global route | write_rd[27] | 4.05 | 33
CTS | write_rd[27] | 4.92 | 33
-- kinds of logic (layout without fill, tap and decap cells) --
family | after synthesis | after routing | synth area share
xor+xnor | 56 | 56 | 0.0340
buf+inv | 292 | 308 | 0.0861
simple gates | 738 | 738 | 0.246
fa+ha+maj | 134 | 134 | 0.118
compound gates | 856 | 856 | 0.430
mux | 101 | 101 | 0.0861
-- cell usage after synthesis, types with 28 or more instances --
library cell / number / area, sq um
nand2_1: 222 / 833
nor2_1: 213 / 800
a21oi_1: 190 / 951
inv_1: 130 / 488
ha_1: 129 / 1610
o21ai_0: 125 / 626
clkbuf_1: 98 / 368
a211oi_1: 79 / 593
mux2i_1: 68 / 681
nand2b_1: 65 / 407
nand3_1: 64 / 320
xnor2_1: 42 / 368
nor3_1: 41 / 205
a22oi_1: 37 / 278
buf_2: 35 / 175
a31oi_1: 33 / 206
a221oi_1: 30 / 263
o211ai_1: 28 / 210
-- metal layers --
metal	track usage	wire (microns)	share of wire
met2	0.485	34400	0.43
met1	0.445	32700	0.41
met5	0	15	0.00019
met4	0.137	4280	0.054
met3	0.0630	8480	0.11
-- metrics by stage --
step	instances	area, sq um
2_1_floorplan	2177	14400
3_3_place_gp	2800	16100
3_5_place_dp	2800	16100
4_1_cts	2800	16100
5_1_grt	2800	16100
6_report	2800	16100
-- critical path: cells and delay by family --
kind,cells,cell delay (ns)
adders and majority gates,1,0.27
and+or+nand+nor,9,2.31
xor gates and xnor gates,1,0.21
buffers and inverters,4,1.95
AOI/OAI and AO/OA,19,5.92
-- cells in the final DEF, fill, tap and decap left out, drive strengths merged, types with 21 or more instances in the layout --
cell type and instances:
a221oi 33, o22ai 21, nor2 214, a21o 26, xnor2 42, inv 131, a22oi 38, buf 68
and2 22, nand3 66, a221o 24, a31oi 38, clkdlybuf4s50 105, mux2i 70, o21ai 141, o221ai 28
a21oi 192, ha 129, a311oi 24, a211oi 95, nand2b 65, nand2 225, o21bai 23, nor3 48
o211ai 29
-- cell type report --
cell class,instances,area (sq um)
well taps,607,759
fillers,5035,30900
multi-input cells,1885,13300
inverters,135,507
repair buffers,173,1560
-- report_power, final --
group	internal, uW	switching [uW]	total (uW)
clock	0	0	0
sequential	0	0	0
combinational	169	306	475
Power figures rest on the tool's default switching activity, not on a simulated workload.
